--- design/flow/run.sh ---
#!/bin/bash
# OpenROAD 26Q1-2900-gdf79404cd8, Yosys 0.63+post, stock flow scripts
make -C /OpenROAD-flow-scripts/flow DESIGN_CONFIG=/design/flow/config.mk WORK_HOME=/design/flow/orfs finish
--- design/flow/constraint.sdc ---
current_design QAM8

set clk_period 21.7
set clk_io_pct 0.2

create_clock -name clk0 -period $clk_period

set non_clock_inputs [all_inputs -no_clocks]
set_input_delay [expr $clk_period * $clk_io_pct] -clock clk0 $non_clock_inputs
set_output_delay [expr $clk_period * $clk_io_pct] -clock clk0 [all_outputs]
--- design/flow/config.mk ---
export PLATFORM = sky130hd
export DESIGN_NAME = QAM8
export DESIGN_NICKNAME = QAM8
export VERILOG_FILES = /design/flow/design.v
export SDC_FILE = /design/flow/constraint.sdc
export NUM_CORES = 4
export LEC_CHECK = 1
export CORE_AREA = 10 10 291 291
export DIE_AREA = 0 0 301 301
--- design/flow/design.v ---
`timescale 1ns / 1ps
module QAM8 #(
	 parameter N  = 16,         
	 parameter W  = 16          
)(
    input  wire [3*N-1:0] in,    
	 input  wire [W-1:0]   last,  
    output reg  [W*N-1:0] I,     
	 output reg  [W*N-1:0] Q      
);
	 wire [W-1:0] p1;  
	 assign p1 = last / 3;  
	 genvar i;
	 generate for(i=0; i < N; i=i+1)
		always@(*) begin
			case({in[3*i+2],in[3*i+1],in[3*i]})  
				3'b000:   begin I[W*i+(W-1):W*i] =  p1;   Q[W*i+(W-1):W*i] =  last; end
				3'b001:   begin I[W*i+(W-1):W*i] = -last; Q[W*i+(W-1):W*i] = -p1;   end
				3'b010:   begin I[W*i+(W-1):W*i] =  last; Q[W*i+(W-1):W*i] =  p1;   end
				3'b011:   begin I[W*i+(W-1):W*i] =  last; Q[W*i+(W-1):W*i] = -p1;   end
				3'b100:   begin I[W*i+(W-1):W*i] = -p1;   Q[W*i+(W-1):W*i] =  last; end
				3'b101:   begin I[W*i+(W-1):W*i] = -p1;   Q[W*i+(W-1):W*i] = -last; end
				3'b110:   begin I[W*i+(W-1):W*i] = -last; Q[W*i+(W-1):W*i] =  p1;   end
				3'b111:   begin I[W*i+(W-1):W*i] = -p1;   Q[W*i+(W-1):W*i] = -last; end
				default:  begin I[W*i+(W-1):W*i] = 'dx;   Q[W*i+(W-1):W*i] = 'dx;   end
			endcase
		end
	 endgenerate
endmodule		
==> notes.md <==
yosys + openroad results -> status=complete, no violations, initial antenna violation count=15, PD cells=47.4 nW/um^2, number of global-route vias before repair=34,800, Worst path max stage delay=0.78 ns, RSZ-0062 raised after global routing=false, Synth Instances=4,156, IO Pins=576, # port buffers=roughly 580, DRC errors left=0, DRT Pass-1 Iters=11, num sequential=0, pre-CTS setup slack=approximately 1.4 ns, largest net degree at the start of global routing=65, post-cts gate resize count=0, OpenROAD warning count=33, Post-DRT Antenna Nets=0, post-CTS setup buffer count=0, minimum clock period=~21 ns, Hold WS=around 9.4 ns, setup violators final=0, Final Hold Violation Tally=0, CTS Hold Bufs=0, Final GP Congestion=about 1.1, syn avg cell area=5.48 sq um, Worst-Margin Slew=around 1.4 ns, total power draw=roughly 1.4 mW, top cells, area=o21ai_0 15%, nand2_1 9.5%, clkbuf_1 8.9%, a21oi_1 8.5%, a221oi_1 6.4%, Starting DRT DRC Count=approximately 7,200, Core ar.=77,800 sq um, number of vias per cell=7.14, Yosys Instances=4,156, Critical Path AT=16.80 ns, non-filler instance count after layout=5,390, area leader, netlist=o21ai_0, Top cells excl fill/tap=679 x o21ai_0, 577 x nand2_1, 525 x clkdlybuf4s50_1, most numerous logic cell after layout=o21ai_0, layout cells sized above 1=0.0910, register area=0 sq um, Synth Seq Share=0, post-route setup TNS=0 ns, Synth-to-Final Area Change=28.6%, cell family with most CP delay=simple AND/OR/NAND/NOR gates, Leak=10.4 nW, worst min path class=in2out, post-layout util=0.376, Mapped Area=22,800 sq um, Yosys chip area=approximately 23,000 sq um, DP Area=approximately 30,000 sq um, Required @ worst endpoint=17.36 ns, Bufs and invs on worst path=5, fin crit share=0.974, DP Cell Count=about 5,400, Ys Warns=1, first-pass GRT wire length=271,000 um, gr ovfl total=0, crit path kind=in2out, post-DR wirelength/cell=36.2 um, via count=between 30,000 and 40,000, Die H=301 um, Post-DP HPWL=139,000 um, num rows=102, Finished Cell Area=just under 30,000 sq um, switching part of the total=0.623, Pre-Place Util=0.293, Slew HR=0.0845, Peak VDD IR=roughly 0.036 mV, highest achievable clock rate=0.0473 GHz, Final Worst Setup Slack=0.562 ns, Max Slew Vio Count=0, most used cell, CP=nand2_1, Dominant cell area share=0.149, Yosys cell types=approximately 100, clock buf count=0, Pint=524 uW, # Max-Cap Violations=0, Critical Path Source Type=input port, Routed Wire Length=195,000 um, chip width=301 um, Total GRT Usage=0.411, nature of the critical path endpoint=output port, worst-path maximum fanout=20, sw power=865 uW, CP max-delay cell=a211oi_2, die area=90,600 sq um
==> power groups by stage <==
stage	Combinational, mW	Clock (mW)	Sequential (mW)
CTS	1.32	0	0
global route	1.43	0	0
==> final timing paths <==
check      to  cells after the start  slack (ns)  startpoint
max    I[140]                     30        0.56    last[15]
min    Q[248]                      4        9.45     last[8]
==> cells in the mapped netlist, types with 50 or more instances <==
cell type and count:
a21oi_1 389, a221oi_1 166, a222oi_1 54, a22oi_1 140
a31oi_1 76, clkbuf_1 542, mux2i_1 67, nand2_1 577
nand3_1 52, nor2_1 358, nor2b_1 50, nor3_1 91
o211ai_1 86, o21a_1 62, o21ai_0 679, o22ai_1 144
==> cell families (layout without fill, tap and decap cells) <==
group                    after synthesis  after routing  share of synthesized area
AND-OR/OR-AND                       2059           2059                      0.573
XOR/XNOR                              46             46                     0.0192
adder cells (fa/ha/maj)                5              5                    0.00275
buffers and inverters                645            832                      0.109
multiplexers                          84             84                     0.0379
other                                  0              7                          0
AND/OR/NAND/NOR                     1317           1317                      0.258
==> cell type report <==
| class | instances | area [sq um] |
|---|---|---|
| multi-input cells | 3511 | 20600 |
| diodes | 7 | 17.5 |
| fillers | 8495 | 48600 |
| repair buffers | 802 | 7210 |
| well taps | 1040 | 1300 |
| inverters | 30 | 113 |
==> per-layer routing <==
layer | track usage | routed length [um]
met5 | 0.00811 | 226
met4 | 0.266 | 17100
met3 | 0.176 | 32100
met2 | 0.590 | 78600
met1 | 0.494 | 67200
Power is estimated from default activity; no workload was simulated.
