==> flow/design.v <==
`timescale 1ns / 1ps
module QAM64 #(
	 parameter N  = 16,         
	 parameter W  = 16          
 )(
    input  wire [6*N-1:0] in,    
	 input  wire [W-1:0]   last,  
    output reg  [W*N-1:0] I,     
	 output reg  [W*N-1:0] Q      
 );
	 wire [W-1:0] p1, p3, p5;  
	 assign p1 = last / 7;  
	 assign p3 = p1   * 3;  
	 assign p5 = p1   * 5;  
	 genvar i;
	 generate for(i=0; i < N; i=i+1)
		always@(*) begin
			case({in[6*i+5],in[6*i+3],in[6*i+1]})  
				3'b000:   I[W*i+(W-1):W*i] =  p1;
				3'b001:   I[W*i+(W-1):W*i] =  p3;
				3'b010:   I[W*i+(W-1):W*i] =  p5;
				3'b011:   I[W*i+(W-1):W*i] =  last;
				3'b100:   I[W*i+(W-1):W*i] = -p1;
				3'b101:   I[W*i+(W-1):W*i] = -p3;
				3'b110:   I[W*i+(W-1):W*i] = -p5;
				3'b111:   I[W*i+(W-1):W*i] = -last;
				default:  I[W*i+(W-1):W*i] = 'dx; 
			endcase
			case({in[6*i+4],in[6*i+2],in[6*i]})    
				3'b000:   Q[W*i+(W-1):W*i] =  p1;
				3'b001:   Q[W*i+(W-1):W*i] =  p3;
				3'b010:   Q[W*i+(W-1):W*i] =  p5;
				3'b011:   Q[W*i+(W-1):W*i] =  last;
				3'b100:   Q[W*i+(W-1):W*i] = -p1;
				3'b101:   Q[W*i+(W-1):W*i] = -p3;
				3'b110:   Q[W*i+(W-1):W*i] = -p5;
				3'b111:   Q[W*i+(W-1):W*i] = -last;
				default:  Q[W*i+(W-1):W*i] = 'dx;
			endcase
		end
	 endgenerate
endmodule		
==> flow/run.sh <==
#!/bin/bash
# OpenROAD 26Q1-2900-gdf79404cd8, Yosys 0.63+post, stock flow scripts
make -C /OpenROAD-flow-scripts/flow DESIGN_CONFIG=/design/flow/config.mk WORK_HOME=/design/flow/orfs finish
==> flow/config.mk <==
export PLATFORM = sky130hd
export DESIGN_NAME = QAM64
export DESIGN_NICKNAME = QAM64
export VERILOG_FILES = /design/flow/design.v
export SDC_FILE = /design/flow/constraint.sdc
export NUM_CORES = 4
export LEC_CHECK = 1
export CORE_AREA = 10 10 413 413
export DIE_AREA = 0 0 423 423
==> flow/constraint.sdc <==
current_design QAM64

set clk_period 63.8
set clk_io_pct 0.2

create_clock -name clk0 -period $clk_period

set non_clock_inputs [all_inputs -no_clocks]
set_input_delay [expr $clk_period * $clk_io_pct] -clock clk0 $non_clock_inputs
set_output_delay [expr $clk_period * $clk_io_pct] -clock clk0 [all_outputs]
==> run summary <==
run results: Worst Tran Pin Value ~1.4 ns, critical path type input pin to primary output, hold-fix buffer count after cts 0, CP max FO 31, final count of negative-setup-slack endpoints 0, LEAKAGE between 15 and 20 nW, Overflow after GRT 0, Synth Instances around 7,500, die height ~420 microns, Switching Fraction about 73%, fraction of layout cells with a size suffix above 1 between 8 and 9%, post-synthesis cell type count 105, Psw 2.898 mW, setup TNS 0 ns, pre-CTS WS around 20 ns, Post-CTS Resized 0, RSZ-0062 raised after global routing no, Core Region 0.1609 sq mm, Critical Path Source Type input pin, Period minus WS final around 44 ns, pwr/cell area 79.68 mW/mm^2, Seq. cell area 0 sq um, CP Capture Type primary output, Area Growth Syn to Fin 21.62%, largest stage delay on the critical path 1.18 ns, top post-synthesis cells by area a21oi_1, nand2_1, xnor2_1, yosys stat cell total 7,498, CP dominant cell by count buf_4, post-synth area from yosys stat about 0.04 sq mm, FP Util 25.56%, worst hold path type input pin to primary output, DRT antenna net count 0, Post-DP HPWL between 200,000 and 300,000 microns, initial antenna violation count between 40 and 50, Critical-path top delay cell or4_2, DRT Pass-1 Iters 12, P_int between 1 and 1.5 mW, DRT iter0 DRCs 12,860, tool warnings slightly below 50, IO buf count about 620, status completed, max-slew violation count 0, VDD IR max ~0.13 mV, wire length per cell 40.11 microns, Critical Path RT slightly above 50 ns, gr usage total about two fifths, fmax 22.65 MHz, largest net degree at the start of global routing 68, Post-synth seq share 0%, WL final a little under 400,000 microns, Site Rows about 150, yosys warning tally 1, Dominant cell area share roughly 16%, final worst setup slack approximately 20 ns, CLK BUF 0, Post-Synthesis Cell Area approximately 0.041 sq mm, maxcap violations 0, DR vias/cell approximately 6.8, Synth top cell by count a21oi_1, crit path DAT roughly 31 ns, setup bufs post-CTS 0, Flops 0, period utilization 69.20%, synth cell count leaders a21oi_1, nand2_1, clkbuf_1, drt drc 0, largest area contributor in the netlist a21oi_1, GP Congestion around 1.1, final hold vios 0, die area between 0.15 and 0.2 sq mm, slew margin rel. 9.140%, vias in the first global route 58,600, syn avg cell area between 5 and 6 sq um, I/O pin count ~620, first-pass GRT wire length ~520,000 microns, via count ~66,000, Chip Width 423 microns
[worst max-delay path, delay by kind of cell]
family | cells | cell delay (ns)
AOI/OAI and AO/OA | 17 | 4.78
adders and majority gates | 2 | 0.82
muxes | 2 | 0.80
xor gates and xnor gates | 2 | 0.22
and+or+nand+nor | 10 | 5.17
buffers and inverters | 12 | 6.59
[cells by family (layout without fill, tap and decap cells)]
| family | after synthesis | after routing | synth area share, % |
|---|---|---|---|
| AND-OR/OR-AND | 3247 | 3247 | 49.02 |
| XOR/XNOR | 552 | 552 | 11.77 |
| adder cells (fa/ha/maj) | 59 | 59 | 1.831 |
| buffers and inverters | 1097 | 1159 | 10.29 |
| multiplexers | 70 | 70 | 2.190 |
| other | 0 | 29 | 0 |
| AND/OR/NAND/NOR | 2473 | 2473 | 24.91 |
[per-stage QoR]
step                      hold slack (ns)  instance area [sq um]  instances  utilization, %  total power, mW
after global routing                26.57                  49970       9722           31.05            3.895
after CTS                           26.54                  49960       9720           31.04            3.658
after detailed placement            26.52                  49960       9720           31.04            3.644
after floorplan                     25.65                  41140       7498               -            1.448
final                               26.54                  50030       9749           31.09            3.987
after global placement              26.54                  49960       9720           31.04            3.652
[cells in the final DEF, fill, tap and decap left out, types with 22 or more instances in the layout]
cell type and instances:
a211oi_1 116, a21o_1 31, a21oi_1 1354, a221o_1 39
a221oi_1 47, a222oi_1 34, a22o_1 23, a22oi_1 100
a2bb2oi_1 22, a311oi_1 71, a31oi_1 79, a32oi_1 52
buf_2 37, buf_4 410, clkdlybuf4s50_1 579, diode_2 29
ha_1 53, inv_1 98, mux2i_1 44, nand2_1 1257
nand2b_1 54, nand3_1 109, nor2_1 752, nor2b_1 40
nor3_1 84, o211ai_1 93, o21a_1 48, o21ai_0 549
o21bai_1 24, o221ai_1 121, o22ai_1 213, o31ai_1 69
or2_2 22, xnor2_1 390, xnor2_2 47, xor2_1 102
[final cells by class]
cell class	count	area, sq um
diodes	29	72.57
repair buffers	1026	9059
well taps	2160	2703
inverters	133	500.5
multi-input cells	6401	37700
fillers	17630	110900
[metal layers]
metal / wire, microns / global-route usage, %
met2: 150800 / 56.25
met3: 58390 / 18.44
met4: 46000 / 37.28
met1: 135200 / 48.66
met5: 714 / 1.827
[worst paths after layout]
check	start	endpoint	cells past startpoint	slack (ns)
hold / removal	in[65]	I[162]	5	26.54
setup / recovery	last[15]	I[62]	45	19.65
Power is estimated from default activity; no workload was simulated.
