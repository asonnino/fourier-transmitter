==> ./design.v <==
`timescale 1ns / 1ps
module QAM32 #(
	 parameter N  = 16,         
	 parameter W  = 16          
)(
    input  wire [5*N-1:0] in,  
	 input  wire [W-1:0]   last,  
    output reg  [W*N-1:0] I,   
	 output reg  [W*N-1:0] Q    
);
	 wire [W-1:0] p1, p3;  
	 assign p1 = last / 5;    
	 assign p3 = p1   * 3;    
	 genvar i;
	 generate for(i=0; i < N; i=i+1)
		always@(*) begin
			case({in[5*i+4],in[5*i+3],in[5*i+2],in[5*i+1],in[5*i]})
				5'b00000:   begin I[W*i+(W-1):W*i] = -p3;   Q[W*i+(W-1):W*i] =  last; end
				5'b00001:   begin I[W*i+(W-1):W*i] = -last; Q[W*i+(W-1):W*i] = -p1;   end
				5'b00010:   begin I[W*i+(W-1):W*i] =  p3;   Q[W*i+(W-1):W*i] =  p3;   end
				5'b00011:   begin I[W*i+(W-1):W*i] = -p1;   Q[W*i+(W-1):W*i] = -p3;   end
				5'b00100:   begin I[W*i+(W-1):W*i] = -last; Q[W*i+(W-1):W*i] =  p3;   end
				5'b00101:   begin I[W*i+(W-1):W*i] =  p3;   Q[W*i+(W-1):W*i] = -p1;   end
				5'b00110:   begin I[W*i+(W-1):W*i] = -p1;   Q[W*i+(W-1):W*i] =  p1;   end
				5'b00111:   begin I[W*i+(W-1):W*i] = -p3;   Q[W*i+(W-1):W*i] = -last; end
				5'b01000:   begin I[W*i+(W-1):W*i] =  p1;   Q[W*i+(W-1):W*i] =  last; end
				5'b01001:   begin I[W*i+(W-1):W*i] = -p1;   Q[W*i+(W-1):W*i] = -p1;   end
				5'b01010:   begin I[W*i+(W-1):W*i] = -last; Q[W*i+(W-1):W*i] =  p1;   end
				5'b01011:   begin I[W*i+(W-1):W*i] =  p3;   Q[W*i+(W-1):W*i] = -p3;   end
				5'b01100:   begin I[W*i+(W-1):W*i] = -p1;   Q[W*i+(W-1):W*i] =  p3;   end
				5'b01101:   begin I[W*i+(W-1):W*i] = -last; Q[W*i+(W-1):W*i] = -p3;   end
				5'b01110:   begin I[W*i+(W-1):W*i] =  p3;   Q[W*i+(W-1):W*i] =  p1;   end
				5'b01111:   begin I[W*i+(W-1):W*i] =  p1;   Q[W*i+(W-1):W*i] = -last; end
				5'b10000:   begin I[W*i+(W-1):W*i] = -p1;   Q[W*i+(W-1):W*i] =  last; end
				5'b10001:   begin I[W*i+(W-1):W*i] = -p3;   Q[W*i+(W-1):W*i] = -p1;   end
				5'b10010:   begin I[W*i+(W-1):W*i] =  last; Q[W*i+(W-1):W*i] =  p3;   end
				5'b10011:   begin I[W*i+(W-1):W*i] =  p1;   Q[W*i+(W-1):W*i] = -p3;   end
				5'b10100:   begin I[W*i+(W-1):W*i] = -p3;   Q[W*i+(W-1):W*i] =  p3;   end
				5'b10101:   begin I[W*i+(W-1):W*i] =  last; Q[W*i+(W-1):W*i] = -p1;   end
				5'b10110:   begin I[W*i+(W-1):W*i] =  p1;   Q[W*i+(W-1):W*i] =  p1;   end
				5'b10111:   begin I[W*i+(W-1):W*i] = -p1;   Q[W*i+(W-1):W*i] = -last; end
				5'b11000:   begin I[W*i+(W-1):W*i] =  p3;   Q[W*i+(W-1):W*i] =  last; end
				5'b11001:   begin I[W*i+(W-1):W*i] =  p1;   Q[W*i+(W-1):W*i] = -p1;   end
				5'b11010:   begin I[W*i+(W-1):W*i] =  -p3;  Q[W*i+(W-1):W*i] =  p1;   end
				5'b11011:   begin I[W*i+(W-1):W*i] =  last; Q[W*i+(W-1):W*i] = -p3;   end
				5'b11100:   begin I[W*i+(W-1):W*i] =  p1;   Q[W*i+(W-1):W*i] =  p3;   end
				5'b11101:   begin I[W*i+(W-1):W*i] = -p3;   Q[W*i+(W-1):W*i] = -p3;   end
				5'b11110:   begin I[W*i+(W-1):W*i] =  last; Q[W*i+(W-1):W*i] =  p1;   end
				5'b11111:   begin I[W*i+(W-1):W*i] =  p3;   Q[W*i+(W-1):W*i] = -last; end
				default:    begin I[W*i+(W-1):W*i] = 'dx;   Q[W*i+(W-1):W*i] = 'dx;   end
			endcase
		end
	 endgenerate
endmodule		
==> ./run.sh <==
#!/bin/bash
# OpenROAD 26Q1-2900-gdf79404cd8, Yosys 0.63+post, stock flow scripts
make -C /OpenROAD-flow-scripts/flow DESIGN_CONFIG=/design/flow/config.mk WORK_HOME=/design/flow/orfs finish
==> ./config.mk <==
export PLATFORM = sky130hd
export DESIGN_NAME = QAM32
export DESIGN_NICKNAME = QAM32
export VERILOG_FILES = /design/flow/design.v
export SDC_FILE = /design/flow/constraint.sdc
export NUM_CORES = 4
export LEC_CHECK = 1
export CORE_AREA = 10 10 383 383
export DIE_AREA = 0 0 393 393
==> ./constraint.sdc <==
current_design QAM32

set clk_period 29.2
set clk_io_pct 0.2

create_clock -name clk0 -period $clk_period

set non_clock_inputs [all_inputs -no_clocks]
set_input_delay [expr $clk_period * $clk_io_pct] -clock clk0 $non_clock_inputs
set_output_delay [expr $clk_period * $clk_io_pct] -clock clk0 [all_outputs]
==> qor.yml <==
fp.dieW_um: 393
hpwl_um: 241000
cpMaxStageDelayCell: "xor2_4"
synthToLayoutAreaGrowth_pct: 30.1
fp.dieArea_mm2: 0.154
portBuffers: 608
cp_max_fo: 18
drv_slew: 0
critPathCaptureType: "output port"
period_used_pct: 97.9
topCellsByArea: "a21oi_1 12%, a221oi_1 8.6%, o21ai_0 8.2%"
ios: 608
place.gp.congestion: 1.07
ys_seq_share_pct: 0
syn_area_mm2: 0.0313
min_delay_worst_endpoint: "Q[174]"
maxCapViolCount: 0
path_common_cell: "buf_4"
wirelength_um: 342000
hold_violations: 0
max_stage_delay_ns: 0.66
lay_top_cells: "775 x a21oi_1, 592 x clkdlybuf4s50_1, 512 x o21ai_0"
hold_slack_ns: 12.70
top_area_share_pct: 12.5
setup-tns-final_ns: 0
row_count: 136
fmax_mhz: 35.0
placed_area_mm2: 0.0404
clkbuf_count: 0
tightest_slew_ns: 1.29
nFlopsAndLatches: 0
drtPass1Iterations: 11
grt_pass1_wl_um: 448000
stdcell_area_mm2: 0.0407
comb_area_mm2: 0.0288
worstHoldPathCells: 5
synth_cell_types: 121
ir_drop_v: 0.0000320
min_from: "last[14]"
worst_setup_path_start_kind: "input port"
drc: 0
drt-vias-per-instance: 7.41
p_leak_nw: 13.3
finalCriticalPeriod_ns: 28.59
worst_slack_ns: 0.614
p_int_uw: 731
hp-class: "in -> out"
core_mm2: 0.138
grt_pass1_vias: 49300
cp_data_required_time_ns: 23.36
fillers: 15000
top_area_cell: "a21oi_1"
lay_top_count: "a21oi_1"
finalSetupViolCount: 0
vias: 54600
flop_area_um2: 0
cp.arrival_ns: 22.75
place_ws_ns: 0.399
run_status: "complete, no violations"
swShare_pct: 66.2
slew_headroom_pct: 14.2
synth_chip_area_mm2: 0.0313
grt_max_degree: 43
grt_antenna_before_repair: 58
ant_nets: 0
fp-utilization_pct: 22.7
rsz0062_at_grt: "no"
cellPowerDensity_mw_per_mm2: 53.1
openroad.warnings: 49
final_util_pct: 29.5
syn_inst: 5228
path_class: "in -> out"
ys_warn_count: 1
die_height_um: 393
wl_per_cell_um: 46.5
holdBufCountCts: 0
track_usage_pct: 42.2
syn_area_per_cell_um2: 5.98
drt_iter0_drc: 9412
overflow: 0
drive_gt1_share_pct: 12.3
ys_cells: 5228
power.switching_mw: 1.43
-- worst max-delay path, delay by kind of cell --
family          cells  cell delay [ns]
compound gates     30             8.22
simple gates       15             3.44
mux                 1             0.18
xor+xnor            3             1.00
fa+ha+maj           4             1.24
buf+inv            14             2.76
-- worst max-delay path by stage --
stage | startpoint | to | cells past startpoint
4_1_cts | last[13] | I[125] | 66
5_1_grt | last[13] | Q[143] | 66
6_report | last[13] | Q[158] | 67
-- metal layers --
layer / track usage [%] / share of wire (%) / vias to the layer above
met4: 27.9 / 8.8 / 66
li1: - / - / 21300
met3: 23.2 / 16 / 1737
met5: 2.63 / 0.25 / -
met1: 49.5 / 36 / 26000
met2: 58.2 / 39 / 5425
-- what timing repair did --
item	CTS	global route
setup endpoints to repair	0	117
buffers inserted	0	10
endpoints found under the hold margin	0	0
resized	0	20
-- stage by stage --
stage	power (mW)	std cells
floorplan	0.869	5228
global placement	2.04	7324
detailed placement	2.02	7325
CTS	2.03	7325
global route	2.18	7342
finish	2.16	7364
-- cells by family (layout without fill, tap and decap cells) --
| family | after synthesis | in the layout | synth area share (%) |
|---|---|---|---|
| other | 0 | 29 | 0 |
| AND/OR/NAND/NOR | 1417 | 1417 | 21.7 |
| AND-OR/OR-AND | 2764 | 2764 | 60.3 |
| multiplexers | 104 | 104 | 3.47 |
| adder cells (fa/ha/maj) | 34 | 34 | 1.38 |
| buffers and inverters | 800 | 1113 | 9.91 |
| XOR/XNOR | 109 | 109 | 3.19 |
-- area by class of cell --
cell class / instances / share of cell area, %
tap: 1794 / 5.52
inverter: 87 / 0.827
antenna: 29 / 0.178
multi-input combinational: 4428 / 70.9
timing repair buffer: 1026 / 22.6
-- synth_stat cells, drive strengths merged (65+ instances only) --
cell type,instances
a221o,66
buf,85
o211ai,65
mux2i,71
nand2,403
o221ai,217
nor3,181
nor2,388
clkbuf,628
a21oi,781
o21ai,535
xnor2,77
o22ai,87
nand3,137
o32a,111
a31oi,133
a221oi,310
inv,69
a22oi,81
Power figures rest on the tool's default switching activity, not on a simulated workload.
